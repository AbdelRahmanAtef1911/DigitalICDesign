[design/flow/config.mk]
export PLATFORM = sky130hd
export DESIGN_NAME = fcsr
export DESIGN_NICKNAME = fcsr
export VERILOG_FILES = /design/flow/design.v
export SDC_FILE = /design/flow/constraint.sdc
export NUM_CORES = 4
export LEC_CHECK = 1
export CORE_AREA = 10 10 85 85
export DIE_AREA = 0 0 95 95
[design/flow/constraint.sdc]
current_design fcsr

set clk_period 1.0
set clk_io_pct 0.2

create_clock -name clk0 -period $clk_period [get_ports {clock}]

set non_clock_inputs [all_inputs -no_clocks]
set_input_delay [expr $clk_period * $clk_io_pct] -clock clk0 $non_clock_inputs
set_output_delay [expr $clk_period * $clk_io_pct] -clock clk0 [all_outputs]
[design/flow/design.v]
module fcsr(
    input reset,
    input [2:0] frm,
    input  NV,
    input DZ,
    input OF,
    input UF,
    input NX,
    input [31:8] reserved,
    output [31:0] fcsr_status,
    input clock
);
    reg [31:0] fcsr;  
    always @(posedge clock or posedge reset)
    begin
        if(reset) begin 
                fcsr <= 32'h0;
        end 
    else 
    begin
        fcsr <= {reserved,frm,NV,DZ,OF,UF,NX};   
    end
    end
    assign fcsr_status = fcsr;
endmodule
[design/flow/run.sh]
#!/bin/bash
# OpenROAD 26Q1-2900-gdf79404cd8, Yosys 0.63+post, stock flow scripts
make -C /OpenROAD-flow-scripts/flow DESIGN_CONFIG=/design/flow/config.mk WORK_HOME=/design/flow/orfs finish
==> results.ini <==
[status]
status=complete, no violations

[placed_design]
io_buffers=65
routabilityCongestion=0.659
dp_cells=172

[critical_path]
startpoint=fcsr[1]$_DFF_PP0_
cp_max_fo=1
crit_family=flip-flops
cp_cell_sequence=buf_2
critical_path_buf_inv_count=1
worst_ep_arrival_time_ns=0.76
max_stage_delay_ns=0.37
endpoint=fcsr_status[1]
cp-start-kind=register
end_kind=output port
worstSetupPathType=register to output port
cp_num_cells=1
worstPathRequired_ns=0.80
crit_slowest_cell=dfrtp_1

[global_routing]
antenna_found_initial=2
grtUsageTotal_pct=5.63
grt_max_degree=25
grt_pass1_vias=645
grt_pass1_wl_um=3810
overflow=0

[synthesis]
synth_flops=32
synth_top_area_share_pct=99.5
avgSynthCellArea_um2=24.4
ys_top_cells_by_area=dfrtp_1 (100%), inv_1 (0.47%)
yosysCellCount=33
yosys_area_um2=805
ys_types=2
syn_area_um2=805
synthCells=33
yosysWarnings=1
postSynthSeqShare_pct=99.5
top_area_cell=dfrtp_1

[floorplanning]
core_um2=5470
die_w_um=95
dieHeight_um=95
initial_core_util_pct=14.7
die-area_um2=9030
num_io_pins=66
num_rows=27

[timing]
relSlewSlack_pct=91.1
final_hold_viol_count=0
hold_slack_ns=0.270
slew_viol_final=0
final-setup-viol-count=0
worst_pin_slew_ns=0.134
period_used_pct=95.7
period_minus_slack_ns=0.957
fmax_mhz=1050
rsz0062_at_grt=false

[layout]
stdcell_count=182
comb_area_um2=0
regMostFlops=fcsr
lay_top_cells=clkdlybuf4s50_1 (33), dfrtp_1 (32), buf_2 (32)
final_common_cell=clkdlybuf4s50_1
comb.multi_input.count=0
drive_gt1_share_pct=38.0
reg_top3=fcsr: 32 flops
areaGrowthSynthToFinish_pct=89.6
largest_register_ffs=32
n_fill_cell=583

[route]
vias=534
drt_iter0_drc=15
drt-wirelength-per-cell_um=13.7
via_per_inst=2.93
ant_nets=0
drc=0
firstDrtPassIters=2
finalWirelength_um=2490

[clock_tree]
holdBufCountCts=0
clk_path_buf_depth=2
numCtsBuffers=5
cts.htree.levels=2
cts_tree=built
root_buffer=clkbuf_8
cts_resized=96
cts.sinks=32
cts.clk_slew.worst_paths_ns=0.06
cts_setup_buffers=0

[power_and_ir_drop]
powerDensity_nw_per_um2=1820
p_leak_nw=0.703
irDropWorstVdd_mv=0.493
finalPower_mw=2.77

[min_path]
hp-class=input port to async pin

[job]
warnings=25
cap_violations=0

[through the flow]
step | util, % | setup TNS, ns | instance area [um2] | worst slack [ns]
floorplan | - | 0 | 805 | 0.109
global placement | 28.7 | 0 | 1570 | 0.0217
detailed placement | 28.7 | -0.00226 | 1570 | -0.00226
CTS | 27.8 | 0 | 1520 | 0.0196
global route | 27.8 | 0 | 1520 | 0.00194
finish | 27.9 | 0 | 1530 | 0.0432
[logic make-up (layout without fill, tap and decap cells)]
group	Yosys count	count (layout)	synth area share, %
flops	32	32	99.5
other cells	0	2	0
buf+inv	1	76	0.466
[synthesized netlist by cell type, drive strengths merged]
master,count
dfrtp,32
inv,1
[layer usage]
metal | vias up | wire length, um | track usage, %
met5 | - | 0 | 0
met4 | 0 | 55 | 1.12
met3 | 7 | 496 | 5.21
met2 | 39 | 1130 | 8.01
met1 | 240 | 803 | 6.15
li1 | 248 | - | -
[how the worst min path moves through the flow]
| stage | to | slack [ns] | cells past startpoint |
|---|---|---|---|
| finish | fcsr[8]$_DFF_PP0_ | 0.27 | 3 |
| CTS | fcsr[8]$_DFF_PP0_ | 0.28 | 3 |
| global route | fcsr[8]$_DFF_PP0_ | 0.30 | 3 |
[power breakdown]
| part | switching [mW] | internal, mW |
|---|---|---|
| clock | 0.443 | 0.738 |
| combinational | 0.0546 | 0.163 |
| sequential | 0.0141 | 1.36 |
[final cells by class]
cell class / count / area, um2 / area share (%)
diodes: 2 / 5.00 / 0.328
clock buffers: 6 / 72.6 / 4.76
clock inverters: 2 / 35.0 / 2.30
inverters: 1 / 3.75 / 0.246
flip-flops and latches: 32 / 801 / 52.5
well taps: 72 / 90.1 / 5.91
repair buffers: 67 / 518 / 34.0
